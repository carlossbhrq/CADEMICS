<file path="design/flow/config.mk">
export PLATFORM = sky130hd
export DESIGN_NAME = memory
export DESIGN_NICKNAME = memory
export VERILOG_FILES = /design/flow/design.v
export SDC_FILE = /design/flow/constraint.sdc
export NUM_CORES = 4
export LEC_CHECK = 1
export CORE_UTILIZATION = 40
</file>
<file path="design/flow/constraint.sdc">
current_design memory

set clk_period 2.8
set clk_io_pct 0.2

create_clock -name clk0 -period $clk_period [get_ports {clk}]

set non_clock_inputs [all_inputs -no_clocks]
set_input_delay [expr $clk_period * $clk_io_pct] -clock clk0 $non_clock_inputs
set_output_delay [expr $clk_period * $clk_io_pct] -clock clk0 [all_outputs]
</file>
<file path="design/flow/design.v">
module memory #(
    parameter integer AWIDTH = 5,
    parameter integer DWIDTH = 8
) (
  input wire [AWIDTH-1:0] addr,
  input wire               clk,
  input wire                wr,
  input wire                rd,
  inout wire [DWIDTH-1:0] data
);
  reg [DWIDTH-1:0] array [0:(2**AWIDTH)-1];
  always @(posedge clk)
    begin
       if (wr)
         array[addr]=data;
    end
  assign data = (rd) ? array[addr] : {DWIDTH{1'bZ}};
endmodule 
</file>
<file path="design/flow/run.sh">
#!/bin/bash
# OpenROAD 26Q1-2900-gdf79404cd8, Yosys 0.63+post, stock flow scripts
make -C /OpenROAD-flow-scripts/flow DESIGN_CONFIG=/design/flow/config.mk WORK_HOME=/design/flow/orfs finish
</file>
==> impl_metrics.ini <==
; yosys + openroad results
[placed_design]
port-buffer-count = 6
postPlaceCellArea_um2 = 11300
place_worst_setup_slack_ns = -0.468
detailedPlacementHpwl_um = 13700
globalplace.congestion = 0.841

[floorplanning]
fp_util_pct = 41.1
pin_count = 16
std_cell_rows = 57
die_height_um = 160
die_width_um = 160

[synth]
yosys-top-cells-count = sky130_fd_sc_hd__edfxtp_1, sky130_fd_sc_hd__mux2i_1, sky130_fd_sc_hd__o22ai_1
synth.lib_cells_used.distinct = 23
post_synth_inst_count = 568
yosys.area.top_type = sky130_fd_sc_hd__edfxtp_1
enable_flop_cells = 256
synth_area_per_cell_um2 = 17.7
post_synth_main_area_contributors = sky130_fd_sc_hd__edfxtp_1, sky130_fd_sc_hd__mux2i_1, sky130_fd_sc_hd__o22ai_1
yosys-stat-cells = 568
most_common_cell = sky130_fd_sc_hd__edfxtp_1
yosys_register_bits = 256
yosys_warnings = 2
total_standard_cell_area_after_synthesis_um2 = 10000
yosysTopAreaCellShare_pct = 76.5
synth-area-yosys_um2 = 10000
yosys.stat.seqShare_pct = 76.5
postSynth.asyncResetShare_pct = 0
synth-main-ff-cell = sky130_fd_sc_hd__edfxtp_1

[cts]
cts-root-to-sink-buffers = 3
post-cts-setup-buffer-count = 10
ctsResizeCount = 61
htree_num_levels = 1
clock_root_buffer = sky130_fd_sc_hd__clkbuf_16
cts.hold.buffers_added = 0
cts_made_buffers = 26
cts.sink_count = 256

[status]
flow.first_error = [error] [KeplerFormal.cpp:679] Workflow failed: Iso has multiple drivers: .data0, _541_.Y0
stop_stage = clock tree synthesis
outcome = aborted with a tool error
-- kinds of logic after synthesis --
logic type             synth area share, %
multiplexers                          12.8
flip-flops                            76.5
AND/OR/NAND/NOR                       4.93
buffers and inverters                 1.74
AND-OR/OR-AND                         4.05
-- per-stage QoR --
step           std cells  power [W]
3_3_place_gp         969    0.00501
2_1_floorplan        568    0.00456
3_5_place_dp         969    0.00467
Power is estimated from default activity; no workload was simulated.
