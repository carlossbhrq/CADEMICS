$ cat ./config.mk
export PLATFORM = sky130hd
export DESIGN_NAME = rcvr
export DESIGN_NICKNAME = rcvr
export VERILOG_FILES = /design/flow/design.v
export SDC_FILE = /design/flow/constraint.sdc
export NUM_CORES = 4
export LEC_CHECK = 1
export CORE_AREA = 10 10 110 110
export DIE_AREA = 0 0 120 120
$ cat ./constraint.sdc
current_design rcvr

set clk_period 1.8
set clk_io_pct 0.2

create_clock -name clk0 -period $clk_period [get_ports {clock}]

set non_clock_inputs [all_inputs -no_clocks]
set_input_delay [expr $clk_period * $clk_io_pct] -clock clk0 $non_clock_inputs
set_output_delay [expr $clk_period * $clk_io_pct] -clock clk0 [all_outputs]
$ cat ./design.v
module rcvr
(
  input  wire      clock   ,
  input  wire      reset   ,
  input  wire      data_in ,
  input  wire      reading ,
  output reg       ready   ,
  output reg       overrun ,
  output reg [7:0] data_out
);
  localparam [7:0] MATCH = 8'hA5 ;  
  reg [3:0] state ;
  localparam [3:0] HEAD1=4'b0000, HEAD2=4'b0001, HEAD3=4'b0011, HEAD4=4'b0010,
                   HEAD5=4'b0110, HEAD6=4'b0111, HEAD7=4'b0101, HEAD8=4'b0100,
                   BODY1=4'b1100, BODY2=4'b1101, BODY3=4'b1111, BODY4=4'b1110,
                   BODY5=4'b1010, BODY6=4'b1011, BODY7=4'b1001, BODY8=4'b1000;
  reg [6:0] body_reg ;
  always @(posedge clock)
    if (reset) 
      begin
        state <= HEAD1;
        ready <= 1'b0;
        overrun <= 1'b0;
      end
    else 
    begin
        case ( state )
          HEAD1: state <= (data_in)  ? HEAD2 : HEAD1;
          HEAD2: state <= (!data_in) ? HEAD3 : HEAD2;
          HEAD3: state <= (data_in)  ? HEAD4 : HEAD1;
          HEAD4: state <= (!data_in) ? HEAD5 : HEAD2;
          HEAD5: state <= (!data_in) ? HEAD6 : HEAD4; 
          HEAD6: state <= (data_in)  ? HEAD7 : HEAD1; 
          HEAD7: state <= (!data_in) ? HEAD8 : HEAD2;
          HEAD8: state <= (data_in)  ? BODY1 : HEAD1;
          BODY1: state <= BODY2;
          BODY2: state <= BODY3;
          BODY3: state <= BODY4;
          BODY4: state <= BODY5;
          BODY5: state <= BODY6;
          BODY6: state <= BODY7;
          BODY7: state <= BODY8;
          BODY8: state <= HEAD1;
        endcase
        if (state==BODY1 || state==BODY2 || state==BODY3 || state==BODY4 || 
            state==BODY5 || state==BODY6 || state==BODY7 || state==BODY8 )
          body_reg <= {body_reg, data_in};
        if (state==BODY8)
          data_out <= {body_reg, data_in};
        if (state==BODY8)
          ready <= 1'b1;
        else if (reading)
          ready <= 1'b0;
        if (reading)
          overrun <= 1'b0;
        else if (state==BODY8 && ready)
          overrun <= 1'b1; 
      end
endmodule
$ cat ./run.sh
#!/bin/bash
# OpenROAD 26Q1-2900-gdf79404cd8, Yosys 0.63+post, stock flow scripts
make -C /OpenROAD-flow-scripts/flow DESIGN_CONFIG=/design/flow/config.mk WORK_HOME=/design/flow/orfs finish
==> deck_impl_summary.md <==
Implementation Results

Run status
  – Status: finished clean

Critical path
  – Crit path max-delay cell type: clkdlybuf4s50_1
  – WP data arrival: 1.14 ns
  – Critical Path RT: 1.44 ns
  – CP endpoint kind: output port
  – Cell family with most CP delay: buffers and inverters
  – CP max stage delay: ~0.50 ns
  – Crit path launch type: register
  – Buffer and inverter count on the worst path: 1
  – CP Max Fanout: 3
  – Cell Chain, Critical Path: clkdlybuf4s50_1
  – Crit path kind: reg2out

Yosys
  – Biggest area cells: edfxtp_1 (44%), dfxtp_1 (35%), nor2b_1 (4.3%)
  – Synth area leader: edfxtp_1
  – YS warnings: 1
  – Mean Syn Cell Area: 15.3 um^2
  – Post-Syn Area: approximately 1000 um^2
  – Yosys stat cell total: 67
  – Dominant cell area share: 44.0%
  – Synth flops: 33
  – Cells after Synth: 67
  – Count of cell types in the netlist: 14
  – Seq/Total Area, Yosys: approximately four fifths
  – YS chip area: 1020 um^2

GRT
  – Initial antenna violation count: 0
  – Grt ovf: 0
  – Largest net degree at the start of global routing: 11
  – Global-route usage over all layers: 2.24%
  – Vias in the first global route: 570
  – First-pass GRT wire length: 2550 um

Placement
  – Cells after DPL: 215
  – Post-Place Cell Area: around 1300 um^2
  – Pre-CTS setup slack: 0.200 ns
  – I/O Buffers: 13
  – Hpwl dp: 1170 um
  – Routability cong.: 0.712

STA
  – F_max: roughly 670 MHz
  – Setup TNS: 0 ns
  – Final setup fails: 0
  – Setup skew after layout: 0.00250 ns
  – Final worst setup slack: 0.302 ns
  – Fin. Hold Viols: 0
  – Worst slew pin tran: 0.287 ns
  – Pins Over Slew Limit: 0
  – Slew HR: slightly above 80%
  – Cycle use final: between 80% and 90%
  – Final min period: 1.50 ns
  – RSZ-0062 raised after global routing: no

Finish
  – Commonest Layout Cell: dfxtp_1
  – Largest register FFs: 16
  – Design area: 1410 um^2
  – Layout cell share with drive strength beyond 1: 15.6%
  – Non-filler cells, final: approximately 220
  – Dominant logic cell types in the final layout: dfxtp_1 (18), edfxtp_1 (15), clkdlybuf4s50_1 (13)
  – Synth-to-layout area growth: 38.0%

Floorplan
  – I/O pin cnt: 14
  – Die X: 120 um
  – Die area: 14400 um^2
  – Pre-Place Util: 10.5%
  – Row count: 36
  – Core area: between 9000 and 10000 um^2
  – Die H: 120 um

Clock tree
  – Clk root buf: clkbuf_8
  – Post-CTS setup buffer count: 0
  – CTS Hold Buffers Added: 0
  – Insertion delay at the late pin of the worst-skew pair: 0.27 ns
  – CTS tree: yes
  – TritonCTS Buffers: 5
  – Post-CTS sizing: 0
  – CTS sink count: 33
  – CTS max path bufs: 2
  – Worst-path clk slew: around 0.06 ns
  – H-tree Lvls: 2

Drt
  – Post-Route WL: 1530 um
  – Vias: 529
  – Routed length per instance: 6.86 um
  – DRT iter0 DRCs: 28
  – Antenna diode count: 0
  – Final antenna-violating net count: 0
  – Detailed Routing Iterations Pass 1: 3
  – DR vias/cell: 2.37
  – DRC viols: 0

Flow run
  – Total of max-cap violations: 0
  – Tool Warnings: 25

Power
  – VDD IR max: 241 uV
  – Power after layout: 1.30 mW
  – P_leak: 0.453 nW
  – Pwr dens: 923 nW/um^2

Min path
  – Hold Path Class: reg2reg
## area by class of cell
cell class	count	area [um^2]
Inverter	3	11.3
Multi-Input combinational cell	30	190
Timing Repair Buffer	16	153
Clock inverter	3	12.5
Tap cell	133	166
Fill cell	1082	8360
Sequential cell	33	811
Clock buffer	5	68.8
## metal layers
| metal | up-vias | GRT usage (%) | wire [um] | share of wire (%) |
|---|---|---|---|---|
| met4 | 0 | 0.452 | 20 | 1.3 |
| met3 | 3 | 2.05 | 253 | 17 |
| met5 | - | 0 | 0 | 0 |
| met2 | 15 | 3.20 | 566 | 37 |
| li1 | 273 | - | - | - |
| met1 | 238 | 2.42 | 690 | 45 |
## synth_stat cells
master / instances
and2_1: 4
inv_1: 3
nor3_2: 1
nor4_1: 2
nand2b_1: 1
dfxtp_1: 18
nor2b_1: 7
nand2b_4: 1
nor2_1: 8
edfxtp_1: 15
nor4_2: 2
o21ai_2: 1
a21oi_1: 3
buf_6: 1
## metrics by stage
step	util (%)	hold WS, ns
after detailed placement	13.6	0.406
after CTS	14.5	0.421
final	14.5	0.422
after floorplan	-	0.400
after global placement	13.6	0.410
after global routing	14.5	0.432
## power breakdown
group          switching [mW]  internal, mW
Clock                   0.235         0.259
Sequential            0.00220         0.781
Combinational          0.0129        0.0132
Total                   0.250          1.05
## cells by family (layout without fill, tap and decap cells)
kind of cell           after synthesis  count (layout)  share of synthesized area [%]
AND/OR/NAND/NOR                     26              26                           16.3
buffers and inverters                4              27                           2.20
AND-OR/OR-AND                        4               4                           2.32
flip-flops                          33              33                           79.2
## worst paths after layout
| check | start | endpoint | slack (ns) | depth (start not counted) |
|---|---|---|---|---|
| worst max-delay path | ready$_SDFFE_PP0P_ | ready | 0.30 | 1 |
| worst min-delay path | body_reg[6]$_DFFE_PP_ | data_out[7]$_DFFE_PP_ | 0.42 | 0 |
| worst max register to register | state[3]$_DFF_P_ | body_reg[2]$_DFFE_PP_ | 0.68 | 3 |
| worst min register to register | body_reg[6]$_DFFE_PP_ | data_out[7]$_DFFE_PP_ | 0.42 | 0 |
No activity file was given, so power comes from the tool's default toggle rates.
