`./run.sh`:
```
#!/bin/bash
# OpenROAD 26Q1-2900-gdf79404cd8, Yosys 0.63+post, stock flow scripts
make -C /OpenROAD-flow-scripts/flow DESIGN_CONFIG=/design/flow/config.mk WORK_HOME=/design/flow/orfs finish
```
`./config.mk`:
```
export PLATFORM = sky130hd
export DESIGN_NAME = counter
export DESIGN_NICKNAME = counter
export VERILOG_FILES = /design/flow/design.v
export SDC_FILE = /design/flow/constraint.sdc
export NUM_CORES = 4
export LEC_CHECK = 1
export CORE_AREA = 10 10 70 70
export DIE_AREA = 0 0 80 80
```
`./constraint.sdc`:
```
current_design counter

set clk_period 1.2
set clk_io_pct 0.2

create_clock -name clk0 -period $clk_period [get_ports {clk}]

set non_clock_inputs [all_inputs -no_clocks]
set_input_delay [expr $clk_period * $clk_io_pct] -clock clk0 $non_clock_inputs
set_output_delay [expr $clk_period * $clk_io_pct] -clock clk0 [all_outputs]
```
`./design.v`:
```
module counter #(
  parameter integer WIDTH = 5
)(
  input wire [WIDTH-1:0] cnt_in,
  input wire               enab,
  input wire               load,
  input wire                clk,
  input wire                rst,
  output reg [WIDTH-1:0] cnt_out
);
  reg [WIDTH-1:0] cnt_tmp;
  always @*
    begin
        if (rst)
          cnt_tmp = 0;
        else if (load)
          cnt_tmp = cnt_in;
        else if (enab)
          cnt_tmp = cnt_out + 1;
        else 
          cnt_tmp = cnt_out;
    end
  always @(posedge clk)
    cnt_out <= cnt_tmp;
endmodule 
```
==> flow_summary.ini <==
; physical design summary
[run_status]
status = completed

[floorplanning]
fp-utilization_pct = 7.51
die_x_um = 80
die_area_sq_um = 6400
core-area_sq_um = 3420
rows = 21
ios = 14
die_h_um = 80

[power_and_ir_drop]
p_comb_share_pct = 24.0
p_seq_share_pct = 37.2
power_density_nw_per_um2 = 976
finalPower_uw = 512
p_sw_uw = 122
ir_worst_vdd_mv = 0.158
internal-power_uw = 390
p_sw_share_pct = 23.8
clkPwrFrac_pct = 38.8
leakagePower_nw = 0.244

[clock_network]
clk_path_buf_depth = 2
cts_tree = done
ctsHtreeMaxLevel = 1
clkTransAtPathRegs_ns = 0.05
cts_inserted_buffers = 3
clock_latency_ns = 0.24
cts.sinks = 5
clock_tree.root_cell = clkbuf_4

[placement]
hpwlAfterDp_um = 661
place_congestion = 0.736
port_buffers = 13

[route]
drtIter0Drc = 8
remaining_drc_errors = 0
drtAntennaViolNets = 0
insertedDiodeCount = 0
routed_wirelength_um = 899
dr.pass1.iters = 2
num_vias = 284
wire_per_inst_um = 9.27
via_per_inst = 2.93

[final_timing]
slew_viol_final = 0
timing_hold_violations_final = 0
timing.hold.ws_ns = 0.542
finalSetupTns_ns = 0
max_freq_mhz = 870
clock_skew_ns = 0.00169
worst_slew_pin_slew_ns = 0.324
min_period_ns = 1.15
final-setup-viol-count = 0
rsz0062_at_grt = no
slew_headroom_pct = 78.3
period_used_pct = 95.8

[synthesis]
synth_flops = 5
synth_top_area_share_pct = 39.0
ys_cells = 28
synth.avg_cell_area_sq_um = 9.16
synth_area_sq_um = 256
ys_seq_share_pct = 39.0
ys_area_sq_um = 256
synth.yosys.warnings = 1
async_flop_share_pct = 0
yosysTopAreaCell = dfxtp_1
post_synth_most_frequent_cells = dfxtp_1 (5), a21oi_1 (3), inv_1 (3), o21a_1 (3), xnor2_1 (3)
syn_inst = 28
synth-edff-count = 0
yosys.cell_count.top_type = dfxtp_1
synthTopCellsByArea = dfxtp_1 (39%), xnor2_1 (10%), o21a_1 (8.8%)
synth_cell_type_count = 13
ff_type = dfxtp_1

[job]
maxCapViolCount = 0
warnings = 25

[layout]
regMostFlops = cnt_out
fill_cells = 387
drive_gt1_share_pct = 31.4
areaGrowthSynthToFinish_pct = 104
largest_reg_flops = 5
reg.largest.list = cnt_out (5)

[worst_setup_path]
worst-setup-path-type = reg2reg
critPathCaptureType = flip-flop
critPathLaunchType = flip-flop
worstPathMaxFanout = 3
cp.required_ns = 1.32
worst-endpoint-arrival_ns = 1.27

[global_route]
grt_pass1_vias = 323
grtUsageMet2_pct = 4.17
grt_use_total_pct = 2.73
grt_pass1_wl_um = 1410
grt_max_degree = 9
gr-total-overflow = 0
antenna_found_initial = 0
busiest_layer = met2
grt.met1_usage_pct = 2.86
grt_util_met3_pct = 1.70

[worst_hold_path]
hold_path_class = in2reg
-- power by group through the flow --
stage / Combinational [mW] / Clock [mW] / Sequential [mW]
after global routing: 0.134 / 0.217 / 0.192
after CTS: 0.118 / 0.206 / 0.190
final: 0.123 / 0.198 / 0.190
-- cell type report --
type                    count  area (sq um)  share of cell area, %
inverters                   3          11.3                   2.15
multi-input cells          19           144                   27.4
repair buffers             20           179                   34.1
clock buffers               4          26.3                   5.01
well taps                  46          57.6                   11.0
flip-flops and latches      5           106                   20.3
-- worst max-delay path, stage by stage (launching register included) --
cell and delay [ns]:
dfxtp_2 0.32, ha_1 0.29, mux2_4 0.26, mux2i_1 0.12
nor2_1 0.05
-- layout by cell type, fill, tap and decap left out --
cell,Yosys,layout
a21oi_1,3,3
dlymetal6s2s_1,0,1
nand2_1,1,1
clkdlybuf4s50_1,0,7
ha_1,1,1
clkbuf_4,0,3
xnor2_1,3,3
clkbuf_1,0,1
xor2_1,1,1
nor2_1,2,2
mux2_4,0,1
inv_1,3,3
mux2i_1,2,2
dlygate4sd2_1,0,5
dfxtp_2,0,5
o21a_1,3,3
buf_4,0,7
nand4_1,2,2
-- final timing paths --
kind,start,to,slack (ns),cells after the start
worst min-delay path,enab,cnt_out[2]$_SDFFE_PP0P_,0.54,4
worst min register to register,cnt_out[4]$_SDFFE_PP0P_,cnt_out[4]$_SDFFE_PP0P_,0.65,3
worst max-delay path,cnt_out[0]$_SDFFE_PP0P_,cnt_out[1]$_SDFFE_PP0P_,0.05,4
worst max register to register,cnt_out[0]$_SDFFE_PP0P_,cnt_out[1]$_SDFFE_PP0P_,0.05,4
-- per-layer routing --
layer | wire length, um | up-vias
met5 | 0 | -
met1 | 375 | 133
met2 | 385 | 10
met3 | 111 | 2
li1 | - | 139
met4 | 27 | 0
-- cells by family after synthesis --
| logic type | after synthesis | share of synthesized area, % |
|---|---|---|
| and+or+nand+nor | 5 | 9.27 |
| adders and majority gates | 1 | 4.88 |
| xor gates and xnor gates | 4 | 13.7 |
| buffers and inverters | 4 | 6.34 |
| muxes | 3 | 12.2 |
| DFF | 5 | 39.0 |
| AOI/OAI and AO/OA | 6 | 14.6 |
-- metrics by stage --
step,util (%),setup WS (ns),instance area (sq um),cells
after floorplan,-,0.0642,256,28
after global placement,13.3,-0.202,454,88
after detailed placement,13.3,-0.229,454,88
after CTS,15.2,0.0158,518,97
after global routing,15.3,0.00589,524,97
final,15.3,0.0506,524,97
-- repair_timing --
item / in CTS / in global routing
setup endpoints to repair: 6 / 1
setup buffers: 5 / 0
gates resized: 10 / 2
hold buffers: 0 / 0
Power is estimated from default activity; no workload was simulated.
